<file path="run.sh">
#!/bin/bash
# OpenROAD 26Q1-2900-gdf79404cd8, Yosys 0.63+post, stock flow scripts
make -C /OpenROAD-flow-scripts/flow DESIGN_CONFIG=/design/flow/config.mk WORK_HOME=/design/flow/orfs finish
</file>
<file path="config.mk">
export PLATFORM = sky130hd
export DESIGN_NAME = S011HD1P_X32Y2D128
export DESIGN_NICKNAME = S011HD1P_X32Y2D128
export VERILOG_FILES = /design/flow/design.v
export SDC_FILE = /design/flow/constraint.sdc
export NUM_CORES = 4
export LEC_CHECK = 1
export CORE_UTILIZATION = 30
export SYNTH_MEMORY_MAX_BITS = 65536
</file>
<file path="constraint.sdc">
current_design S011HD1P_X32Y2D128

set clk_period 176.4
set clk_io_pct 0.2

create_clock -name clk0 -period $clk_period [get_ports {CLK}]

set non_clock_inputs [all_inputs -no_clocks]
set_input_delay [expr $clk_period * $clk_io_pct] -clock clk0 $non_clock_inputs
set_output_delay [expr $clk_period * $clk_io_pct] -clock clk0 [all_outputs]
</file>
<file path="design.v">
module S011HD1P_X32Y2D128(
    Q, CLK, CEN, WEN, A, D
);
parameter Bits = 128;
parameter Word_Depth = 64;
parameter Add_Width = 6;
output  reg [Bits-1:0]      Q;
input                   CLK;
input                   CEN;
input                   WEN;
input   [Add_Width-1:0] A;
input   [Bits-1:0]      D;
reg [Bits-1:0] ram [0:Word_Depth-1];
always @(posedge CLK) begin
    if(!CEN && !WEN) begin
        ram[A] <= D;
    end
    Q <= !CEN && WEN ? ram[A] : {4{$random}};
end
endmodule
</file>
==> flow_summary.json <==
{
  "clkTransAtPathRegs_ns": 0.06,
  "fmax_mhz": 24.2,
  "startpoint_type": "input pin",
  "rsz0062_at_grt": "no",
  "mostFrequentLayoutCells": "8,192 x edfxtp_1, 2,491 x mux2i_1, 1,349 x a21oi_1",
  "rr_startpoint": "ram[13][39]",
  "path_cells": "buf_16, buf_4, buf_4, buf_4, buf_4, buf_4, buf_4, buf_4, buf_4, nor2b_1, o21ai_0, a21oi_1, a311oi_1, o22a_1, a31oi_1",
  "final_util_pct": 34.7,
  "edf_count": 8192,
  "whs_ns": 0.688,
  "dpl.hpwl_mm": 557,
  "synthesis.instances": 18000,
  "synth_area_sq_mm": 0.318,
  "cpPeakStageDelay_ns": 0.74,
  "initCoreUtil_pct": 30.1,
  "die_x_mm": 1.03,
  "mux_share_pct": 8.99,
  "ff_type": "edfxtp_1",
  "ys_sh_simple_pct": 1.40,
  "leakage_nw": 120,
  "adder_share_pct": 0,
  "gr-usage-all-layers_pct": 19.5,
  "grt_pass1_wl_mm": 1390,
  "avgViaCountPerCell": 5.30,
  "wl_mm": 995,
  "required_ns": 177.37,
  "io_buffers": 264,
  "drt_iter0_drc": 13100,
  "dr.pass1.iters": 8,
  "clock_path_buffers": 5,
  "grt-ovfl-total": 0,
  "drc": 0,
  "postCtsSetupBuffers": 0,
  "cts.repair.resized": 0,
  "hold_buffers": 0,
  "grt_max_degree": 107,
  "ys_area_sq_mm": 0.318,
  "aoi_share_pct": 9.75,
  "cp_max_fo": 75,
  "dieArea_sq_mm": 1.06,
  "area_delta_synth_final_pct": 15.3,
  "hold_start": "ram[25][94]",
  "place_congestion": 0.851,
  "final.period_utilization_pct": 23.4,
  "ys_seq_share_pct": 78.1,
  "io_pins": 265,
  "clock_insertion_delay_worst_skew_ns": 1.16,
  "slew-limit-headroom_pct": 21.5,
  "status": "finished clean",
  "synthDistinctLibCells": 55,
  "setup_violations": 0,
  "crit_path_end_kind": "register",
  "slowest_stage": "buf_4",
  "hold_class": "reg -> reg",
  "timing_worst_setup_path_type": "in -> reg",
  "final_area_sq_mm": 0.367,
  "fin_crit_ns": 41.35,
  "drtAntennaViolNets": 0,
  "core_area_sq_mm": 1.06,
  "min_path_cells": 3,
  "vias": 178000,
  "hold_viol": 0,
  "warning_count": 47,
  "critical_path_arrival_ns": 42.32,
  "cellPowerDensity_mw_per_mm2": 11.2,
  "setup_tns_ns": 0,
  "async_flop_share_pct": 0,
  "detail_route.wl_per_cell_microns": 29.6,
  "synth_stat.cells": 18000,
  "cts_tree": "yes",
  "fin_skew_ns": 0.112,
  "cts_buffers": 837,
  "htreeDepth": 6,
  "reg2reg_depth": 5,
  "rows": 378,
  "maxCapViolCount": 0,
  "drive_gt1_share_pct": 13.6,
  "critPathMostFrequentCell": "buf_4",
  "layout_top_cell": "edfxtp_1",
  "critPathLaunch": "A[2]",
  "first_global_vias": 184000,
  "yosys_register_bits": 8320,
  "ys_top_logic_family": "AND-OR/OR-AND gates",
  "antenna_found_initial": 119,
  "cts-root-buf": "clkbuf_16",
  "die.size.y_mm": 1.03,
  "worstMarginPinSlew_ns": 1.15,
  "slew_violations": 0,
  "avgSynthCellArea_sq_um": 17.7,
  "synth-xor-area-share_pct": 0,
  "yosysWarnings": 3,
  "placed_cell_area_sq_mm": 0.341,
  "cts.sinks": 8320,
  "vdd_drop_max_mv": 0.00944
}
-- cell type report --
cell class / instances / area (sq um)
Sequential cell: 8320 / 249000
Fill cell: 97400 / 691000
Clock inverter: 415 / 3520
Clock buffer: 1072 / 22300
Multi-Input combinational cell: 8383 / 65000
Timing Repair Buffer: 1225 / 9770
Tap cell: 14100 / 17600
Inverter: 2 / 15.0
Antenna cell: 110 / 275
-- cell usage after synthesis, types with 117 or more instances --
cell type	count	area, sq um
mux2i_1	2491	24900
and3_1	242	1510
edfxtp_1	8192	246000
a211oi_1	132	991
o22a_1	234	2050
nand2_1	164	616
o22ai_1	632	3950
nor2b_1	123	769
a31oi_1	249	1560
a222oi_1	117	1170
dfxtp_1	128	2560
o21ai_0	638	3190
nor2_1	362	1360
a21oi_1	1349	6750
a311oi_1	243	2130
mux2_2	277	3120
a221oi_1	290	2540
clkbuf_1	699	2620
a22o_1	369	3230
a22oi_1	151	1130
buf_2	462	2310
-- layer usage --
metal  routed length (microns)  up-vias  GRT usage (%)
li1                          -    75300              -
met1                    308000    87700           20.2
met2                    453000    12800           28.7
met3                    189000     2175           16.8
met4                     41800      124           6.72
met5                      2680        -           1.87
-- state kept, by name (all words and copies together) (netlist names) --
register / cells
ram: 8192
Q: 128
-- final timing paths --
check	slack (ns)	endpoint
setup reg to reg	173.78	Q[39]
hold / removal	0.69	Q[94]
hold reg to reg	0.69	Q[94]
setup / recovery	135.05	Q[116]
-- critical path: cells and delay by family --
kind,cells,cell delay (ns)
AOI/OAI and AO/OA,5,0.91
and+or+nand+nor,1,0.13
buffers and inverters,9,5.59
-- metrics by stage --
step | worst slack [ns] | power (W) | std cells
2_1_floorplan | 133.72 | 0.00233 | 18000
4_1_cts | 135.22 | 0.00412 | 33500
5_1_grt | 134.82 | 0.00421 | 33600
3_5_place_dp | 134.01 | 0.00243 | 32000
3_3_place_gp | 133.96 | 0.00243 | 32000
6_report | 135.05 | 0.00410 | 33600
-- logic make-up after synthesis --
family / Yosys count
AND-OR/OR-AND: 4668
buffers and inverters: 1291
AND/OR/NAND/NOR: 922
flip-flops: 8320
multiplexers: 2793
-- power breakdown --
part           total [W]  leakage (nW)  internal [W]  switching, W
Sequential       0.00218          74.7       0.00218    0.00000371
Combinational   0.000207          32.5     0.0000629      0.000144
Clock            0.00171          12.7      0.000969      0.000737
Total            0.00410           120       0.00321      0.000885
Power and IR drop assume default switching activity.
