<file path="flow/run.sh">
#!/bin/bash
# OpenROAD 26Q1-2900-gdf79404cd8, Yosys 0.63+post, stock flow scripts
make -C /OpenROAD-flow-scripts/flow DESIGN_CONFIG=/design/flow/config.mk WORK_HOME=/design/flow/orfs finish
</file>
<file path="flow/config.mk">
export PLATFORM = sky130hd
export DESIGN_NAME = arith_unit
export DESIGN_NICKNAME = arith_unit
export VERILOG_FILES = /design/flow/design.v
export SDC_FILE = /design/flow/constraint.sdc
export NUM_CORES = 4
export LEC_CHECK = 1
export CORE_UTILIZATION = 50
</file>
<file path="flow/constraint.sdc">
current_design arith_unit

set clk_period 8.1
set clk_io_pct 0.2

create_clock -name clk0 -period $clk_period [get_ports {clk}]

set non_clock_inputs [all_inputs -no_clocks]
set_input_delay [expr $clk_period * $clk_io_pct] -clock clk0 $non_clock_inputs
set_output_delay [expr $clk_period * $clk_io_pct] -clock clk0 [all_outputs]
</file>
<file path="flow/design.v">
module arith_unit  (
    input  clk,
    input  resetn,
    input  do_clear_a_from_ac,
    input  do_clear_b_from_ac,
    input  do_clear_c_from_ac,
    input  do_not_a_from_ac,
    input  do_not_b_from_ac,
    input  do_sum_from_ac,
    input  do_and_from_ac,
    input  do_set_c_30_from_ac,
    input  do_left_shift_b_from_ac,
    input  do_left_shift_c_from_ac,
    input  do_left_shift_c29_from_ac,
    input  do_right_shift_bc_from_ac,
    input  do_move_c_to_a_from_ac,
    input  do_move_c_to_b_from_ac,
    input  do_move_b_to_c_from_ac,
    output carry_out_to_ac,
    output reg_b0_to_ac,
    output reg_c1_to_ac,
    output reg_c30_to_ac,
    output [ 5:0] op_code_to_op,
    output [11:0] addr1_value_to_sel,
    output [11:0] addr2_value_to_sel,
    input  [ 4:0] input_data_from_io,
    output [ 3:0] output_data_to_io,
    input  do_arr_c_from_pnl,
    input  [29:0] arr_reg_c_value_from_pnl,
    output [29:0] reg_c_value_to_pnl,
    input  do_mem_to_c_from_ac,
    input  [29:0] read_data_from_mem,
    output [29:0] write_data_to_mem
);
reg  [29:0] val_reg_a;
reg  [30:0] val_reg_b;
reg  [29:0] val_reg_c;
reg  carry_in;
wire [30:0] val_sum;
wire [29:0] val_not_a;
wire [29:0] val_not_b;
wire [29:0] val_and;
assign val_sum[30:0] = {1'b0, val_reg_a[29:0]} + {1'b0, val_reg_b[29:0]} + {30'b0, carry_in};
assign val_not_a[29:0] = ~val_reg_a[29:0];
assign val_not_b[29:0] = ~val_reg_b[29:0];
assign val_and[29:0] = val_reg_a[29:0] & val_reg_c[29:0];
always @(posedge clk) begin
    if (~resetn) begin
        val_reg_a[29:0] <= 30'b0;
    end else if (do_clear_a_from_ac) begin
        val_reg_a[29:0] <= 30'b0;
    end else if (do_not_a_from_ac) begin
        val_reg_a[29:0] <= val_not_a[29:0];
    end else if (do_move_c_to_a_from_ac) begin
        val_reg_a[29:0] <= val_reg_c[29:0];
    end
end
always @(posedge clk) begin
    if (~resetn) begin
        val_reg_b[30:0] <= 31'b0;
    end else if (do_clear_b_from_ac) begin
        val_reg_b[30:0] <= 31'b0;
    end else if (do_not_b_from_ac) begin
        val_reg_b[30:0] <= {1'b0, val_not_b[29:0]};
    end else if (do_move_c_to_b_from_ac) begin
        val_reg_b[30:0] <= {1'b0, val_reg_c[29:0]};
    end else if (do_left_shift_b_from_ac) begin
        val_reg_b[30:0] <= {val_reg_b[29:0], 1'b0};
    end else if (do_right_shift_bc_from_ac) begin
        val_reg_b[30:0] <= {1'b0, val_reg_b[30:1]};
    end else if (do_sum_from_ac) begin
        val_reg_b[30:0] <= val_sum[30:0];
    end
end
always @(posedge clk) begin
    if (~resetn) begin
        val_reg_c[29:0] <= 30'b0;
    end else if (do_clear_c_from_ac) begin
        val_reg_c[29:0] <= 30'b0;
    end else if (do_move_b_to_c_from_ac) begin
        val_reg_c[29:0] <= val_reg_b[29:0];
    end else if (do_left_shift_c_from_ac) begin
        val_reg_c[29:3] <= val_reg_c[28:2];
        val_reg_c[2] <= do_left_shift_c29_from_ac ? val_reg_c[1] : input_data_from_io[3];
        val_reg_c[1] <= val_reg_c[0];
        val_reg_c[0] <= input_data_from_io[2];
    end else if (do_right_shift_bc_from_ac) begin
        val_reg_c[29:0] <= {1'b0, val_reg_c[29:1]};
    end else if (do_and_from_ac) begin
        val_reg_c[29:0] <= val_and[29:0];
    end else if (do_set_c_30_from_ac) begin
        val_reg_c[29:0] <= {val_reg_c[29:1], 1'b1};
    end else if (do_mem_to_c_from_ac) begin
        val_reg_c[29:0] <= read_data_from_mem[29:0];
    end else if (do_arr_c_from_pnl) begin
        val_reg_c[29:0] <= arr_reg_c_value_from_pnl[29:0];
    end
end
always @(posedge clk) begin
    if (~resetn) begin
        carry_in <= 1'b0;
    end else if (do_not_a_from_ac || do_not_b_from_ac) begin
        carry_in <= 1'b1;
    end else if (do_clear_a_from_ac || do_clear_b_from_ac || do_move_c_to_a_from_ac || do_move_c_to_b_from_ac) begin
        carry_in <= 1'b0;
    end
end
assign reg_c_value_to_pnl[29:0] = val_reg_c[29: 0];
assign write_data_to_mem[29:0]  = val_reg_c[29: 0];
assign op_code_to_op[5:0]       = val_reg_c[29:24];
assign addr1_value_to_sel[11:0] = val_reg_c[23:12];
assign addr2_value_to_sel[11:0] = val_reg_c[11: 0];
assign output_data_to_io[3:0]   = val_reg_c[29:26];
assign carry_out_to_ac  = val_sum[30];
assign reg_b0_to_ac     = val_reg_b[30];
assign reg_c1_to_ac     = val_reg_c[29];
assign reg_c30_to_ac    = val_reg_c[0];
endmodule
</file>
==> out/results.ini <==
[job]
warning_count = 29
maxCapViolations = 0

[sta]
finalHoldViolations = 0
fin_tns_setup_ns = 0
setup_ws_ns = 2.46
rsz0062_at_grt = false
finalSetupViolations = 0
tightest_slew_ns = 0.740
final.period_utilization = 0.697
final_period_minus_worst_setup_slack_ns = 5.64
slew_violations = 0
slew_headroom = 0.505
finClkSkew_ns = 0.00625
max_freq_ghz = 0.177

[global_routing]
grt_max_degree = 65
grt.total_usage = 0.311
grt_pass1_wl_mm = 39.6
overflow = 0
antenna_found_initial = 0
grt_pass1_vias = 7225

[clocking]
cts_tree = built
cts_post_setup_buffers_inserted = 0
clk_latency_ns = 0.35
cts_num_sinks = 92
cts_root_buffer = clkbuf_16
hold_buffers = 0
clkSlewWorstSetupHoldPaths_ns = 0.07
numCtsBuffers = 9
clockBufferDepth = 2
cts_resized = 0
htreeDepth = 3

[synth]
syn_inst = 1089
synthesis.area_mm2 = 0.00809
ys.flop_type = dfxtp_1
edf_count = 0
yosysCellCount = 1089
seq_area_frac_synth = 0.228
synth.distinct_cells = 69
async_reset_ff_frac = 0
ys_chip_area_mm2 = 0.00809
synth_warnings = 1
synth-seq-cells = 92
synth_area_per_cell_um2 = 7.43

[final_layout]
area_growth_pct = 21.2
nFillCells = 1428
drive_gt1_frac = 0.0545

[worst_setup_path]
cp-end-kind = output pin
worstPathArrival_ns = 4.02
start_kind = flop
critical_path_class = reg -> out
cp.required_ns = 6.48
path_max_fanout = 4

[route]
drc = 0
wl_per_cell_um = 18.3
num_antenna_cells = 0
antenna_left = 0
viasPerCell = 5.98
dr.pass1.iters = 7
first_iter_violations = 500
drt_wl_total_mm = 25.2
vias = 8205

[floorplanning]
fp-row-count = 46
initial_core_util = 0.511
ios = 182
die_h_um = 129
die-area_mm2 = 0.0167
dieWidth_um = 129
core_area_mm2 = 0.0158

[power]
netSwitchingFraction = 0.301
p_sw_uw = 384
power_uw = 1280
power.density_mw_per_mm2 = 130
p_int_uw = 892
p_leak_uw = 0.00366
combPwrFrac = 0.240
seqPwrFrac = 0.395
max-vdd-ir-drop_v = 0.000120
p_clk_frac = 0.365

[place]
place.gp.congestion = 0.938
port_buffers = 178
dpl_worst_slack_ns = 2.84
dpl.hpwl_mm = 16.1

[status]
status = finished, final reports clean

[worst_hold_path]
hp-class = reg -> reg

[path summary, 6_finish.rpt]
check | startpoint | endpoint | slack, ns | cells past startpoint
hold reg to reg | carry_in | carry_in | 0.56 | 2
setup reg to reg | val_reg_a[0] | val_reg_b[28] | 4.57 | 11
hold / removal | carry_in | carry_in | 0.56 | 2
setup / recovery | val_reg_a[0] | carry_out_to_ac | 2.46 | 11
[registers in the layout, summed over array words and instances, names as in the netlist]
signal     cells
val_reg_c     30
carry_in       1
val_reg_a     30
val_reg_b     31
[metrics by stage]
step	hold WS [ns]	std cells	instance area (µm²)	utilization
CTS	0.544	1373	9800	0.619
global placement	0.526	1357	9490	0.599
global route	0.584	1373	9800	0.619
finish	0.558	1373	9800	0.619
floorplan	0.481	1089	8090	-
detailed placement	0.533	1357	9490	0.599
[synth_stat cells, types with 5 or more instances]
cell | n | share of area
a2111oi_0 | 35 | 0.038
dfxtp_1 | 92 | 0.23
o22ai_1 | 6 | 0.0046
nor3_1 | 21 | 0.013
a211oi_1 | 17 | 0.016
a21oi_1 | 99 | 0.061
nand2b_1 | 8 | 0.0062
buf_1 | 10 | 0.0046
inv_1 | 16 | 0.0074
ha_1 | 29 | 0.045
mux2i_1 | 65 | 0.080
a221oi_1 | 36 | 0.039
nand3_1 | 10 | 0.0062
a21o_1 | 14 | 0.013
nor2b_1 | 69 | 0.053
clkbuf_1 | 68 | 0.032
nor2_1 | 135 | 0.063
a31oi_1 | 9 | 0.0070
o211ai_1 | 25 | 0.023
o31ai_1 | 5 | 0.0046
xor2_1 | 13 | 0.014
nand2_1 | 83 | 0.039
o21ai_0 | 77 | 0.048
xnor2_1 | 10 | 0.011
buf_4 | 66 | 0.061
[area by class of cell]
class / instances / area [µm²] / share of cell area
tap: 216 / 270 / 0.0276
multi-input combinational: 833 / 5390 / 0.550
clock inverter: 5 / 75.1 / 0.00766
sequential: 92 / 1840 / 0.188
clock buffer: 11 / 243 / 0.0248
inverter: 17 / 63.8 / 0.00651
timing repair buffer: 199 / 1920 / 0.196
[placed cells by master, fill, tap and decap left out, types with 3 or more instances in the layout]
master / Yosys / final
clkdlybuf4s50_1: 0 / 174
nor2_1: 135 / 133
a21oi_1: 99 / 99
dfxtp_1: 92 / 92
nand2_1: 83 / 83
o21ai_0: 77 / 77
nor2b_1: 69 / 68
mux2i_1: 65 / 65
a221oi_1: 36 / 36
a2111oi_0: 35 / 35
ha_1: 29 / 29
o211ai_1: 25 / 25
buf_4: 66 / 22
nor3_1: 21 / 21
a211oi_1: 17 / 17
inv_1: 16 / 16
a21o_1: 14 / 14
xor2_1: 13 / 13
nand3_1: 10 / 10
xnor2_1: 10 / 10
a31oi_1: 9 / 9
clkbuf_16: 0 / 9
nand2b_1: 8 / 8
o22ai_1: 6 / 6
o31ai_1: 5 / 5
and3_1: 4 / 4
o21a_1: 4 / 4
a311oi_1: 4 / 4
or3_1: 3 / 3
o21bai_1: 3 / 3
a211o_1: 3 / 3
nand3b_1: 3 / 3
o311a_1: 3 / 3
clkinv_2: 0 / 3
buf_2: 2 / 3
[worst max-delay path, cell delays in order, from the launching register on]
cell,delay (ns)
dfxtp_1,0.36
fa_1,0.47
fa_1,0.45
a211oi_2,0.30
o21bai_2,0.14
a211oi_2,0.32
or3_1,0.24
a21oi_2,0.11
a311o_2,0.45
o311ai_1,0.31
nand2_1,0.12
clkdlybuf4s50_1,0.41
[cell families after synthesis]
logic type / Yosys count / share of synthesized area
XOR/XNOR: 23 / 0.0249
multiplexers: 66 / 0.0818
flip-flops: 92 / 0.228
buffers and inverters: 164 / 0.108
AND-OR/OR-AND: 366 / 0.309
adder cells (fa/ha/maj): 31 / 0.0498
AND/OR/NAND/NOR: 347 / 0.199
[power by group through the flow]
stage	clock, µW	combinational [µW]	sequential, µW
after CTS	474	303	504
after global routing	495	337	508
final	466	306	504
[per-layer routing]
| metal | vias up | part of all wire | GRT usage |
|---|---|---|---|
| li1 | 4061 | - | - |
| met1 | 3814 | 0.47 | 0.465 |
| met2 | 310 | 0.44 | 0.488 |
| met3 | 20 | 0.075 | 0.0576 |
| met4 | 0 | 0.0095 | 0.0374 |
| met5 | - | 0 | 0 |
